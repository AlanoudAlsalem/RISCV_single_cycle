==> flow/constraint.sdc <==
current_design mux_2to1

set clk_period 1.0
set clk_io_pct 0.2

create_clock -name clk0 -period $clk_period

set non_clock_inputs [all_inputs -no_clocks]
set_input_delay [expr $clk_period * $clk_io_pct] -clock clk0 $non_clock_inputs
set_output_delay [expr $clk_period * $clk_io_pct] -clock clk0 [all_outputs]
==> flow/config.mk <==
export PLATFORM = sky130hd
export DESIGN_NAME = mux_2to1
export DESIGN_NICKNAME = mux_2to1
export VERILOG_FILES = /design/flow/design.v
export SDC_FILE = /design/flow/constraint.sdc
export NUM_CORES = 4
export LEC_CHECK = 1
export CORE_AREA = 10 10 70 70
export DIE_AREA = 0 0 80 80
==> flow/design.v <==
 module mux_2to1(
  input [31:0] i0, i1, 
  input select,
  output reg [31:0] out
);
  always @ (*)
    case (select)
      1'b0: out <= i0;
      1'b1: out <= i1;
    endcase
endmodule
==> flow/run.sh <==
#!/bin/bash
# OpenROAD 26Q1-2900-gdf79404cd8, Yosys 0.63+post, stock flow scripts
make -C /OpenROAD-flow-scripts/flow DESIGN_CONFIG=/design/flow/config.mk WORK_HOME=/design/flow/orfs finish
==> reports/summary.log <==
INFO  setup_path     cpMaxStageDelayCell=mux2_4
INFO  sta            timing.final.ws_setup=-0.175ns
INFO  pwr            static-leakage-power=0.990nW
INFO  sta            fin_setup_tns=-5.03ns
INFO  placed_design  place_worst_setup_slack=-0.497ns
INFO  final_layout   area_delta_synth_final=212%
INFO  run            openroad.warnings=34
INFO  pwr            power.total=660µW
INFO  synth          synth_cell_types=4
INFO  floorplan      die.size.x=80µm
INFO  status         result_of_the_run=complete, but fails checks
INFO  placed_design  placement.io_buffers=97
INFO  global_routing grt_first_pass_wirelength=4150µm
INFO  synth          synth-seq-area-share=0%
INFO  setup_path     slowest_delay=0.30ns
INFO  global_routing initial_antenna_violation_count=0
INFO  sta            fmax=851MHz
INFO  status         violations=setup timing
INFO  sta            unrepaired_setup_endpoints_after_global_routing=yes
INFO  sta            maxSlewViolCount=0
INFO  routing        routed_via_density=3.80
INFO  routing        total_number_of_vias=730
INFO  global_routing grt_start_max_net_pins=8
INFO  setup_path     cp_cell_sequence=buf_12, buf_12, buf_8, mux2_4, buf_6
INFO  clocking       cts_hold_buf=0
INFO  synth          top_cell=mux2_4
INFO  pwr            ir_worst_vdd=0.173mV
INFO  global_routing grt_remaining_overflow=0
INFO  floorplan      fp.dieH=80µm
INFO  floorplan      floorplan.core_area=0.00342mm²
INFO  placed_design  gpl.final_weighted_congestion=0.760
INFO  pwr            powerDensity=389mW/mm²
INFO  setup_path     timing.critical_path.fanout_max=7
INFO  floorplan      total_die_area=0.00640mm²
INFO  synth          instance_count_of_the_mapped_netlist=36
INFO  worst_hold_path holdCritPathClass=in2out
INFO  setup_path     worst-setup-path-type=in2out
INFO  final_layout   nClkBuffers=0
INFO  final_layout   ff_latch_area=0µm²
INFO  setup_path     end_kind=output pin
INFO  sta            min_period_over_period=118%
INFO  synth          synth_area_per_cell=15.1µm²
INFO  final_layout   final_instance_area=0.00170mm²
INFO  worst_hold_path min_delay_worst_endpoint=out[24]
INFO  floorplan      initCoreUtil=15.9%
INFO  synth          yosys_cells=36
INFO  global_routing gr-usage-all-layers=7.87%
INFO  synth          synth_largest_type_area_fraction=82.8%
INFO  global_routing first_global_vias=824
INFO  placed_design  placed_area=0.00154mm²
INFO  sta            tightest_slew=0.0611ns
INFO  floorplan      total_number_of_placement_rows=21
INFO  routing        drt_iter0_drc=4
INFO  synth          netlist_area=544µm²
INFO  final_layout   fraction_of_final_layout_cells_sized_beyond_drive_strength_1=56.2%
INFO  sta            final-hold-violation-count=0
INFO  routing        postRouteWirelength=2850µm
INFO  synth          synth.cells.most_frequent=mux2_4, buf_12, mux2_2
INFO  setup_path     required_arrival_time_at_the_worst_endpoint=0.80ns
INFO  sta            setup_violations=32
INFO  worst_hold_path worst_hold_startpoint=i0[24]
INFO  floorplan      ios=97
INFO  worst_hold_path holdPathStages=3
INFO  setup_path     wp_data_arrival=0.98ns
INFO  synth          ys_warn_count=1
INFO  synth          synthDominantAreaCellType=mux2_4
INFO  setup_path     worstSetupStartpointType=input pin
INFO  routing        routed_wire_length_per_instance=14.8µm
INFO  final_layout   flop-count=0
INFO  synth          ys_chip_area=544µm²
INFO  sta            timing.final.crit_period=1.18ns
INFO  routing        drc_violations_left=0
INFO  placed_design  post-dp-hpwl=2400µm
INFO  routing        drt_first_pass_iters=2
INFO  run            drv.max_cap_violation_count=0
INFO  final_layout   fillers=327
INFO  setup_path     timing.critical_path.mode_cell=buf_12
INFO  final_layout   finalCoreUtilization=49.7%
INFO  synth          post_synth_main_area_contributors=mux2_4, buf_12, mux2_2, buf_6
INFO  routing        antenna-diode-count=0
INFO  routing        ant_nets=0
INFO  sta            max_slew_margin=95.9%
-- stage by stage --
stage | std cells | hold WS [ns]
after floorplan | 36 | 0.498
after global placement | 177 | 1.33
after detailed placement | 177 | 1.33
final | 192 | 0.694
after CTS | 192 | 0.800
after global routing | 192 | 0.714
-- worst max-delay path: cells and delay by family --
family	cells	cell delay (ns)
buf+inv	4	0.47
mux	1	0.30
-- layer usage --
layer  part of all wire (%)  GRT usage, %  wire [µm]
met1                     40          8.97       1140
met2                     49          14.3       1390
met3                     11          3.07        313
met4                      0             0          0
met5                      0             0          0
-- cells by family after synthesis --
| kind of cell | synth area share, % |
|---|---|
| buf+inv | 13.1 |
| mux | 86.9 |
-- power breakdown --
part / switching (mW) / total (mW) / internal, mW
registers: 0 / 0 / 0
clock network: 0 / 0 / 0
logic: 0.141 / 0.660 / 0.519
total: 0.141 / 0.660 / 0.519
-- area by class of cell --
cell class | count | area (µm²) | share of cell area, %
multi-input cells | 32 | 480 | 28.3
repair buffers | 114 | 1160 | 68.3
well taps | 46 | 57.6 | 3.39
-- how the worst max path moves through the flow --
stage	from	endpoint	slack, ns
5_1_grt	select	out[31]	-0.19
4_1_cts	select	out[0]	-0.18
6_report	select	out[31]	-0.18
-- what timing repair did --
| action | CTS | global route |
|---|---|---|
| setup buffers | 14 | 0 |
| cloned | 1 | 0 |
| setup endpoints to repair | 32 | 32 |
| gates resized | 170 | 23 |
-- placed cells by master, fill, tap and decap left out --
cell type / n
dlygate4sd2_1: 40
mux2_4: 32
buf_6: 29
dlymetal6s2s_1: 14
buf_2: 12
clkdlybuf4s50_1: 10
buf_12: 3
buf_8: 3
buf_4: 2
buf_16: 1
Power figures rest on the tool's default switching activity, not on a simulated workload.
